==> /design/flow/run.sh <==
#!/bin/bash
# OpenROAD 26Q1-2900-gdf79404cd8, Yosys 0.63+post, stock flow scripts
make -C /OpenROAD-flow-scripts/flow DESIGN_CONFIG=/design/flow/config.mk WORK_HOME=/design/flow/orfs finish
==> /design/flow/config.mk <==
export PLATFORM = sky130hd
export DESIGN_NAME = CLK_Divider
export DESIGN_NICKNAME = CLK_Divider
export VERILOG_FILES = /design/flow/design.v
export SDC_FILE = /design/flow/constraint.sdc
export NUM_CORES = 4
export LEC_CHECK = 1
export CORE_UTILIZATION = 30
==> /design/flow/constraint.sdc <==
current_design CLK_Divider

set clk_period 7.6
set clk_io_pct 0.2

create_clock -name clk0 -period $clk_period [get_ports {clk}]

set non_clock_inputs [all_inputs -no_clocks]
set_input_delay [expr $clk_period * $clk_io_pct] -clock clk0 $non_clock_inputs
set_output_delay [expr $clk_period * $clk_io_pct] -clock clk0 [all_outputs]
==> /design/flow/design.v <==
`timescale 1ns / 1ps
module CLK_Divider(
    input clk,
    input reg [3:0] startTimeLEFT, startTimeRIGHT,
    input reset,
    output reg [3:0] secondsLEFT, secondsRIGHT,
    output logic fail = 0
    );
    localparam max = 100000000 - 1; 
    integer counter = 0;
    logic init = 1;
    logic [3:0] oldTimeLEFT, oldTimeRIGHT;
    always_ff @ (posedge clk)
        begin
            fail = 0;
            if (init == 1 || (oldTimeLEFT != startTimeLEFT) || reset == 1)
                begin
                oldTimeLEFT = startTimeLEFT;
                secondsLEFT = startTimeLEFT;
                secondsRIGHT = startTimeRIGHT;
                init = 0;
                end
            if (counter == max)
                begin
                    counter = 0;
                    if (secondsRIGHT == 0 && secondsLEFT == 0)
                    begin
                        secondsRIGHT = 0;
                        secondsLEFT = 0;
                    end
                    else if (secondsRIGHT == 4'b0000)
                        begin
                            secondsRIGHT = 4'b1001;
                            secondsLEFT -= 1;
                        end
                    else
                        secondsRIGHT -= 1;
                end
            else
                counter += 1'd1;
            if(secondsLEFT == 4'b0000 &&
               secondsRIGHT == 4'b0000  
)
               begin
                    fail = 1;
               end
        end
endmodule
==> datasheet_impl.txt <==
Characteristics after synthesis and place and route

Parameter                              Value

Worst setup path
  Worst setup EP type    flop
  Endpoint of the worst-slack reg-to-reg timing path    fail$_DFF_P_
  CP Class    primary input to flop
  Critical Path Max Stage Delay    0.51 ns
  Slack of the worst reg-to-reg path    approximately 4.3 ns
  Worst-path cell with the longest stage delay    sky130_fd_sc_hd__clkdlybuf4s50_1
  Arrival time reported for the critical path endpoint    approximately 4.9 ns
  Count of cells along the worst register-to-register path    11
  CP cell instances    clkdlybuf4s50_1 -> inv_1 -> o2111ai_4 -> nor3_4 -> mux2i_1 -> ha_1 -> nor3b_1 -> nand4_1 -> a221oi_1 -> mux2i_1 -> o211ai_1 -> nor4_2
  Endpoint required time on the critical path    about 8 ns
  Kind of cell adding the most delay to the critical path    simple AND/OR/NAND/NOR gates
  Number of buffers and inverters on the critical path    2
  Startpoint of the worst register-to-register path    oldTimeLEFT[0]$_DFFE_PN_
  Cell seen most often among critical-path stages    sky130_fd_sc_hd__mux2i_1
  Maximum fanout count along the critical path    8
  Critical path launch point type    primary input

Yosys
  Post-synthesis instance area    2399 µm²
  Aoi/oai-family share of the synthesized area    a little under an eighth
  Average cell area after synthesis    ~9.4 µm²
  Number of synthesized register bits    46
  Primary flip-flop cell chosen by synthesis mapping    sky130_fd_sc_hd__dfxtp_1
  Fraction of the yosys area taken by sequential cells    between 40% and 50%
  Post-synthesis async set-or-reset flop share    0%
  AND/OR/NAND/NOR Cells, Area Fraction    between 20 and 30%
  Post-synth top area share    around a third
  Distinct lib cells    roughly 63
  Post-synth mux share    between 4 and 5%
  Yosys adder share    2.087%
  Largest cells by area after synthesis    sky130_fd_sc_hd__dfxtp_1 34%, sky130_fd_sc_hd__edfxtp_1 6.3%, sky130_fd_sc_hd__xor2_1 5.5%
  Count of library flops with an enable pin    5
  Cell taking the most area after synthesis    sky130_fd_sc_hd__dfxtp_1
  # Cells Yosys    between 200 and 300
  Largest family of logic cells by area    simple AND/OR/NAND/NOR gates
  Yosys stat chip area    2399 µm²
  Cells after Synth    254
  Yosys Warn Count    1
  Xor and xnor fraction of the mapped netlist area    11.58%

Finish
  Top Layout Cells    41 x sky130_fd_sc_hd__dfxtp_1, 33 x sky130_fd_sc_hd__nor2_1, 18 x sky130_fd_sc_hd__clkdlybuf4s50_1
  Area growth from synthesis to layout    15.28%
  Most frequent standard cell in the layout excluding fill and tap cells    sky130_fd_sc_hd__dfxtp_1
  Final Cell Area    around 2800 µm²
  Filler cell count in the final layout    771
  Fraction of final layout cells sized beyond drive strength 1    under 10%
  Footprint of the flip-flops and latches    between 900 and 1000 µm²
  Area of the multi-input gates    about 1400 µm²

Placement
  Placer's final routability congestion estimate    between 0.8 and 0.9
  Input/output buffers    18
  Placed Area    ~2700 µm²
  Dpl hpwl    approximately 3400 µm

Power
  Power density of the placed cells    between 150 and 200 nW/µm²
  Leakage Power    between 0.9 and 1 nW
  Flop pwr share    57.5%
  Proportion of power drawn by the clock network    between 30% and 40%
  Combinational fraction of design power    a little under a tenth
  Psw    around 0.11 mW
  Worst voltage drop across the vdd grid    ~0.000073 V
  Share of total power consumed by net switching    between 20% and 30%
  Cell-internal power    between 0.3 and 0.4 mW

Drt
  Number of antenna diodes    0
  Total vias in the final route    1838
  WL/cell    between 10 and 15 µm
  Iteration-0 DRC Markers    between 100 and 150
  Detailed-routing iteration count for the pre-antenna-repair pass    4
  Total DRC errors in the routed layout    0
  Post-DRT Antenna Nets    0
  WL final    between 4000 and 5000 µm
  Number of vias per cell after detailed routing    about 4.9

Clock tree
  # resized after CTS    0
  Total setup buffers inserted after CTS    0
  Root Buffer Master    sky130_fd_sc_hd__clkbuf_8
  Max Root-Sink Buffers    2
  # clock sinks    about 46
  Clock slew seen by the registers of the worst setup and hold paths    about 0.08 ns
  CTS Hold Bufs    0
  Number of H-tree branching levels    2
  TritonCTS Buffers    5
  Later-pin clock latency in the skew report    slightly below 0.3 ns
  CTS tree    done

Job
  Number of max-cap violations    0
  Warning total across the stage logs    26

Timing
  Sum of negative setup slack    0 ns
  F_max    around 0.21 GHz
  Slew Limit Fails    0
  Hold WS    0.4661 ns
  Hold Fails Final Rpt    0
  Final period util    around three fifths
  Unrepaired setup endpoints after global routing    false
  Number of endpoints failing setup at the final stage    0
  Final worst clock skew    ~0.0036 ns
  Final worst path period need    around 4.7 ns

GRT
  Global router's overall resource usage    between 10% and 20%
  Largest net degree at the start of global routing    23
  Via count of the first global-routing pass    between 1500 and 2000
  GRT overflow    0
  Global-route wire length before repair    approximately 8100 µm
  Antenna violations before repair    0

Floorplanning
  Core Rows    32
  Die boundary width    slightly above 90 µm
  Core Region    around 7700 µm²
  Chip height    91.42 µm
  IO Count    19
  Die footprint    roughly 8400 µm²
  Core utilization at floorplan    a little under a third

Min path
  Startpoint of the most critical hold path    counter[31]$_SDFF_PN0_
  Class of the worst hold path    flop to flop
  Hold worst-path end    counter[31]$_SDFF_PN0_
  Depth of the worst hold-timing path    1

Outcome
  Run status    finished, final reports clean
[synthesized netlist by cell type, drive strengths merged (5+ instances only)]
cell,n
edfxtp,5
xnor2,14
inv,10
nand3,15
and3,6
nand2,18
o21ai,7
nand4,14
nor3,7
dfxtp,41
and2,5
nor2,34
xor2,16
mux2i,6
[worst reg2reg max path, cell delays in order (launching register included)]
cell and delay (ns):
sky130_fd_sc_hd__edfxtp_1 0.38, sky130_fd_sc_hd__or2b_4 0.23, sky130_fd_sc_hd__o2111ai_4 0.16, sky130_fd_sc_hd__nor3_4 0.45, sky130_fd_sc_hd__mux2i_1 0.39, sky130_fd_sc_hd__ha_1 0.27
sky130_fd_sc_hd__nor3b_1 0.21, sky130_fd_sc_hd__nand4_1 0.23, sky130_fd_sc_hd__a221oi_1 0.38, sky130_fd_sc_hd__mux2i_1 0.27, sky130_fd_sc_hd__o211ai_1 0.14, sky130_fd_sc_hd__nor4_2 0.14
[worst max-delay path by stage]
stage / startpoint / to / slack [ns] / cells after the start
global route: startTimeLEFT[2] / fail$_DFF_P_ / 2.56 / 12
finish: startTimeLEFT[2] / fail$_DFF_P_ / 2.91 / 12
CTS: startTimeLEFT[1] / fail$_DFF_P_ / 2.90 / 12
[power groups by stage]
stage	Combinational [mW]	Sequential, mW	Clock [mW]
final	0.0423	0.255	0.146
after global routing	0.0465	0.255	0.163
after CTS	0.0422	0.255	0.151
[sequential cells by signal, indices dropped and copies added, names as in the netlist]
name	flops
counter	32
oldTimeLEFT	4
secondsLEFT	4
secondsRIGHT	4
fail	1
init	1
[metrics by stage]
stage          total power [mW]  util (%)  instances  worst slack, ns
5_1_grt                  0.4644     35.78        378            2.564
3_3_place_gp             0.3027     34.67        370            2.726
4_1_cts                  0.4483     35.78        378            2.903
2_1_floorplan            0.2848         -        254            3.489
6_report                 0.4435     35.78        378            2.907
3_5_place_dp             0.3025     34.67        370            2.600
[kinds of logic after synthesis]
group	after synthesis
simple gates	118
other cells	1
xor+xnor	30
compound gates	31
flops	46
fa+ha+maj	4
buf+inv	14
mux	10
[metal layers]
| metal | vias up | global-route usage (%) | share of wire [%] | wire length [µm] |
|---|---|---|---|---|
| met3 | 5 | 2.126 | 4.3 | 198 |
| met5 | - | 0 | 0 | 0 |
| met1 | 842 | 19.19 | 52 | 2404 |
| met4 | 0 | 1.323 | 1.3 | 62 |
| li1 | 954 | - | - | - |
| met2 | 37 | 18.05 | 42 | 1929 |
[area by class of cell]
class	instances	share of cell area [%]
well taps	102	4.615
inverters	10	1.357
repair buffers	18	6.516
clock buffers	6	2.624
multi-input cells	194	49.28
clock inverters	2	0.4977
flip-flops and latches	46	35.11
Power is estimated from default activity; no workload was simulated.
