`./config.mk`:
```
export PLATFORM = sky130hd
export DESIGN_NAME = SEG_Driver
export DESIGN_NICKNAME = SEG_Driver
export VERILOG_FILES = /design/flow/design.v
export SDC_FILE = /design/flow/constraint.sdc
export NUM_CORES = 4
export LEC_CHECK = 1
export CORE_AREA = 10 10 70 70
export DIE_AREA = 0 0 80 80
```
`./constraint.sdc`:
```
current_design SEG_Driver

set clk_period 2.4
set clk_io_pct 0.2

create_clock -name clk0 -period $clk_period [get_ports {clk}]

set non_clock_inputs [all_inputs -no_clocks]
set_input_delay [expr $clk_period * $clk_io_pct] -clock clk0 $non_clock_inputs
set_output_delay [expr $clk_period * $clk_io_pct] -clock clk0 [all_outputs]
```
`./design.v`:
```
`timescale 1ns / 1ps
module SEG_Driver(
    input clk,
    input logic [6:0] digitLEVEL,
    input logic [6:0] digitLEFT,
    input logic [6:0] digitRIGHT,
    output logic [6:0] SEG,
    output logic [3:0] AN
    );  
    integer counter = 0;
    integer max = 8142;
    logic go = 0;
    logic [2:0] NS;
    parameter [2:0] LEFTMOST = 2'b00,
                    LEFTMID  = 2'b01,
                    RIGHTMID = 2'b10,
                    RIGHTMOST = 2'b11;
    logic [2:0] currentState = LEFTMOST; 
    always_ff @(posedge clk)
        begin
            currentState = NS;
        end
   always_comb
        begin
            case(currentState)
            LEFTMOST:
                begin
                    SEG = digitLEVEL;
                    AN = 4'b0111;
                    NS = LEFTMID; 
                end
            LEFTMID:
                begin
                    SEG = 7'b1111111;
                    AN = 4'b1011;
                    NS = RIGHTMID;
                end
            RIGHTMID:
                begin
                    SEG = digitLEFT;
                    AN = 4'b1101;
                    NS = RIGHTMOST;
                end
            RIGHTMOST:
                begin
                    SEG = digitRIGHT;
                    AN = 4'b1110;
                    NS = LEFTMOST;
                end
            default:
                begin
                    SEG = 7'b0111111;
                    AN = 4'b1111;
                    NS = LEFTMOST;
                end
            endcase
        end
endmodule
```
`./run.sh`:
```
#!/bin/bash
# OpenROAD 26Q1-2900-gdf79404cd8, Yosys 0.63+post, stock flow scripts
make -C /OpenROAD-flow-scripts/flow DESIGN_CONFIG=/design/flow/config.mk WORK_HOME=/design/flow/orfs finish
```
==> Changelog: implementation <==
### Implementation results

* Global-route wire length before repair at 2230 µm
* RePlAce Congestion at roughly 0.82
* Area of all placed cells without fillers at slightly above 700 µm²
* Run status: finished clean
* Worst Max-Slew Pin Slew at 0.303 ns
* TritonCTS clock tree: built
* Netlist area before placement at about 310 µm²
* Mean instance size in the synthesized netlist at just under 9 µm²
* Largest net degree at the start of global routing at 10
* Setup TNS Final at 0 ns
* HPWL Detailed at around 1200 µm
* Number of global-route vias before repair at between 400 and 500
* Count of pins over their slew limit at 0
* Leakage component of the power at ~0.26 nW
* First-pass iteration count of the detailed router at 5
* Async S/R FF share, synth at 0%
* Maximum clock frequency at approximately 0.43 GHz
* Total power draw at about 0.00014 W
* Area inside the core boundary at between 0.003 and 0.004 mm²
* Antenna viol nets, final at 0
* Total global routing track utilization at ~4.4%
* Required time of the critical path at roughly 1.9 ns
* Time the worst path needs with I/O delays and setup at between 2 and 2.5 ns
* Initial antenna violation count at 0
* Starting density of the core at between 9 and 10%
* Highest fanout seen on the critical path at 7
* P per Cell Area at roughly 200 mW/mm²
* H-tree depth at 1
* Largest cells by area: sky130_fd_sc_hd__ha_1 (28%), sky130_fd_sc_hd__a222oi_1 (19%), sky130_fd_sc_hd__nand3b_1 (14%)
* Post-route fraction of the period consumed by the critical path at slightly below 100%
* Largest register FFs at 2
* Max_cap viols at 0
* Number of design-rule violations left by the first detailed-router iteration at 27
* Tally of OpenROAD warnings at 31
* Post-CTS clock slew at the launch and capture registers of the worst setup and hold paths at 0.03 ns
* Ports at 33
* Worst-Skew Late Latency at ~0.22 ns
* Post-synthesis instance total at 36
* Chip footprint at around 0.0064 mm²
* Setup-violating endpoint count in the final report at 0
* Synthesized chip area reported by yosys at 313 µm²
* Drt drc at 0
* Dominant cell type by area after synthesis: sky130_fd_sc_hd__ha_1
* Worst slew margin relative to its limit at 79.8%
* Postcts setup bufs at 0
* Data arrival, critical path at ~1.8 ns
* Global route overflow at 0
* Yosys Instances at 36
* Chip width at roughly 80 µm
* Top cells by count: sky130_fd_sc_hd__ha_1 (7), sky130_fd_sc_hd__a222oi_1 (6), sky130_fd_sc_hd__inv_1 (6), sky130_fd_sc_hd__nand3b_1 (6)
* Clock sink count at 2
* Share of post-route cells with drive strength above 1 at ~16%
* Clock Skew at ~0.0036 ns
* Buffer depth of the longest clock path at 2
* Diodes inserted at 0
* Synth warn at 1
* Chip Height at approximately 80 µm
* Cell with the most instances after synthesis: sky130_fd_sc_hd__ha_1
* Total count of hold-check failures in the final report at 0
* Hold/Removal Path Class: reg2reg
* Average wire per standard cell at ~13 µm
* CTS Root Buffer Type: sky130_fd_sc_hd__clkbuf_4
* Startpoint class of the critical path: flop
* Sequential-to-total area share from yosys stat at approximately an eighth
* Fill cell total of the finished layout at ~370
* Top FF cell, synth: sky130_fd_sc_hd__dfxtp_1
* Area share, top type at between 20% and 30%
* Via/cell ratio at between 3 and 4
* Synthesized flop and latch total at 2
* Syn-to-layout area delta at 126%
* Number of buffers inserted for hold repair after clock tree synthesis at 0
* Number of flops mapped to enable cells by yosys at 0
* Total Routed Length at between 1000 and 1500 µm
* Total CTS buffers at 3
* Total cell area at the placement stage at between 600 and 700 µm²
* Port bufs at 32
* Count of vias placed by the detailed router at approximately 420
* Number of distinct library cells after synthesis at 13
* Type of the worst setup path: reg2out
* Worst voltage drop across the vdd grid at about 0.052 mV
* Capturing element type of the critical path: output pin
* Std-Cell Rows at 21
## where the power goes
part           switching [W]  internal [W]  total [W]
Clock              0.0000190     0.0000552  0.0000742
Combinational     0.00000522     0.0000297  0.0000349
Sequential                 0     0.0000313  0.0000313
Total              0.0000242      0.000116   0.000140
## cells in the final DEF, fill, tap and decap left out, drive strengths merged
cell type	synthesis	final
clkbuf	3	3
a2bb2oi	1	1
nand3b	6	6
ha	7	7
a21oi	1	1
a222oi	6	6
a22oi	1	1
dfxtp	2	2
or2	1	1
or3	1	1
clkdlybuf4s50	0	32
inv	6	6
## cell type report
type | count | area [µm²] | share of cell area [%]
Tap cell | 46 | 57.6 | 8.14
Multi-Input combinational cell | 24 | 236 | 33.5
Sequential cell | 2 | 47.5 | 6.73
Clock buffer | 3 | 22.5 | 3.19
Inverter | 6 | 22.5 | 3.19
Timing Repair Buffer | 32 | 320 | 45.3
## logic make-up (layout without fill, tap and decap cells)
family / after synthesis / count (layout) / synth area share (%)
flops: 2 / 2 / 12.8
fa+ha+maj: 7 / 7 / 28.0
compound gates: 9 / 9 / 26.0
simple gates: 8 / 8 / 18.4
buf+inv: 10 / 41 / 14.8
## worst paths after layout
kind                                         startpoint                 endpoint  slack (ns)  depth (start not counted)
worst max register to register  currentState[0]$_DFF_P_  currentState[0]$_DFF_P_        1.38                          3
worst min register to register  currentState[1]$_DFF_P_  currentState[1]$_DFF_P_        0.57                          2
worst min-delay path            currentState[1]$_DFF_P_  currentState[1]$_DFF_P_        0.57                          2
worst max-delay path            currentState[0]$_DFF_P_                   SEG[4]        0.08                          5
## per-layer routing
layer	part of all wire (%)	track usage (%)
met5	0	0
met4	0	0.880
met3	21	3.18
met2	41	6.50
met1	37	4.97
## stage by stage
stage	util (%)	hold slack (ns)	std cells	setup slack, ns
after global routing	20.7	0.606	113	-0.0103
after global placement	19.5	0.591	110	0.130
final	20.7	0.572	113	0.0755
after CTS	20.4	0.616	113	0.00722
after floorplan	-	0.565	36	0.671
after detailed placement	19.5	0.609	110	0.116
## critical path, stage by stage (launching register included)
cell and delay, ns:
sky130_fd_sc_hd__dfxtp_4 0.35, sky130_fd_sc_hd__inv_2 0.05, sky130_fd_sc_hd__ha_1 0.20, sky130_fd_sc_hd__or3_4 0.43, sky130_fd_sc_hd__nand3b_1 0.10, sky130_fd_sc_hd__clkdlybuf4s50_1 0.49
## what timing repair did
| action | CTS | global route |
|---|---|---|
| pin swaps | 0 | 1 |
| gates resized | 2 | 7 |
| endpoints found under the setup margin | 7 | 7 |
No activity file was given, so power comes from the tool's default toggle rates.
