--- /design/flow/config.mk ---
export PLATFORM = sky130hd
export DESIGN_NAME = Password_Checker
export DESIGN_NICKNAME = Password_Checker
export VERILOG_FILES = /design/flow/design.v
export SDC_FILE = /design/flow/constraint.sdc
export NUM_CORES = 4
export LEC_CHECK = 1
export CORE_AREA = 10 10 87 87
export DIE_AREA = 0 0 97 97
--- /design/flow/constraint.sdc ---
current_design Password_Checker

set clk_period 8.1
set clk_io_pct 0.2

create_clock -name clk0 -period $clk_period [get_ports {clk}]

set non_clock_inputs [all_inputs -no_clocks]
set_input_delay [expr $clk_period * $clk_io_pct] -clock clk0 $non_clock_inputs
set_output_delay [expr $clk_period * $clk_io_pct] -clock clk0 [all_outputs]
--- /design/flow/design.v ---
`timescale 1ns / 1ps
module Password_Checker(
    input clk,
    input enter,
    input [9:0] Password,
    input [9:0] UserInput,
    output logic success,
    output logic changeLED,
    output logic [9:0] numberCorrect
    );
    logic [3:0] correctCounter = 4'b0000;
    always_ff @(posedge clk)
    begin
    success = 0;
    changeLED = 0;
    correctCounter = 0;
    numberCorrect = 0;
    if (enter == 1)
    begin
        for (int i = 0; i < 11; i++)
            begin
                if (UserInput[i] == Password[i])
                    begin
                        correctCounter += 1;
                        numberCorrect[correctCounter - 1] = 1;
                    end
            end
            if (correctCounter >= 11)
                success = 1;
            changeLED = 1;
      end
    end
endmodule
--- /design/flow/run.sh ---
#!/bin/bash
# OpenROAD 26Q1-2900-gdf79404cd8, Yosys 0.63+post, stock flow scripts
make -C /OpenROAD-flow-scripts/flow DESIGN_CONFIG=/design/flow/config.mk WORK_HOME=/design/flow/orfs finish
==> run notes <==
Numbers from the implementation run.

The flow did not finish. The stage where the flow stopped is 3_1_place_gp_skip_io. The first error in the log reads "[ERROR GPL-0301] Utilization 121.283 % exceeds 100%".

The register bit count reported by yosys is 12. The chip width is 97 µm. In this run the vertical extent of the chip is 97 µm. The number of cells in the yosys synthesis report is 767. The proportion of register bits with asynchronous set or reset after synthesis is 0%. The synthesis report lists the Yosys warning total as 3. The chip area line in the Yosys stat output reads 5780 µm². Yosys mapped a number of flops with a built-in enable equal to 0.

In the floorplan report the effective utilization is 102%. The sequential-to-total area share from yosys stat is 4.16%. The distinct cell type count after synthesis is 91. The synthesized instance count is 767. The average cell area after synthesis is 7.53 µm². After synthesis the cells add up to 5780 µm². The count of standard-cell rows is 27. Per the synth stats, the flop cell with the highest instance count is sky130_fd_sc_hd__dfxtp_1.
synthesized netlist by cell type (5+ instances only):
cell / count / area (µm²)
sky130_fd_sc_hd__nand2_1: 73 / 274
sky130_fd_sc_hd__xnor2_4: 6 / 165
sky130_fd_sc_hd__nor4_1: 16 / 100
sky130_fd_sc_hd__o22ai_1: 6 / 37.5
sky130_fd_sc_hd__nand2b_1: 6 / 37.5
sky130_fd_sc_hd__nor2_1: 62 / 233
sky130_fd_sc_hd__nor3b_1: 7 / 52.6
sky130_fd_sc_hd__nor3_1: 30 / 150
sky130_fd_sc_hd__and2_1: 6 / 37.5
sky130_fd_sc_hd__nand3b_1: 13 / 97.6
sky130_fd_sc_hd__xnor2_1: 41 / 359
sky130_fd_sc_hd__mux2i_1: 9 / 90.1
sky130_fd_sc_hd__nand3_1: 53 / 265
sky130_fd_sc_hd__a211oi_1: 7 / 52.6
sky130_fd_sc_hd__nand4_1: 21 / 131
sky130_fd_sc_hd__o21ai_0: 20 / 100
sky130_fd_sc_hd__xor2_1: 22 / 193
sky130_fd_sc_hd__a21oi_1: 17 / 85.1
sky130_fd_sc_hd__inv_1: 49 / 184
sky130_fd_sc_hd__o211ai_1: 5 / 37.5
sky130_fd_sc_hd__o2111ai_1: 7 / 61.3
sky130_fd_sc_hd__a31oi_1: 8 / 50.1
sky130_fd_sc_hd__xnor3_1: 7 / 158
sky130_fd_sc_hd__nor4b_1: 10 / 87.6
sky130_fd_sc_hd__or4_1: 11 / 82.6
sky130_fd_sc_hd__ha_1: 92 / 1150
sky130_fd_sc_hd__dfxtp_1: 12 / 240
sky130_fd_sc_hd__or3_1: 8 / 50.1
sky130_fd_sc_hd__clkbuf_1: 13 / 48.8
sky130_fd_sc_hd__nand4b_1: 10 / 87.6
sky130_fd_sc_hd__nor2b_1: 6 / 37.5
kinds of logic after synthesis:
group / after synthesis / share of synthesized area [%]
simple gates: 361 / 34.1
compound gates: 127 / 16.0
fa+ha+maj: 93 / 20.3
xor+xnor: 83 / 17.4
buf+inv: 78 / 5.72
mux: 13 / 2.40
flops: 12 / 4.16
